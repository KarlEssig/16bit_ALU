## design/flow/run.sh

```bash
#!/bin/bash
# OpenROAD 26Q1-2900-gdf79404cd8, Yosys 0.63+post, stock flow scripts
make -C /OpenROAD-flow-scripts/flow DESIGN_CONFIG=/design/flow/config.mk WORK_HOME=/design/flow/orfs finish
```

## design/flow/config.mk

```make
export PLATFORM = sky130hd
export DESIGN_NAME = Mux16t2
export DESIGN_NICKNAME = Mux16t2
export VERILOG_FILES = /design/flow/design.v
export SDC_FILE = /design/flow/constraint.sdc
export NUM_CORES = 4
export LEC_CHECK = 1
export CORE_AREA = 10 10 70 70
export DIE_AREA = 0 0 80 80
```

## design/flow/constraint.sdc

```tcl
current_design Mux16t2

set clk_period 1.0
set clk_io_pct 0.2

create_clock -name clk0 -period $clk_period

set non_clock_inputs [all_inputs -no_clocks]
set_input_delay [expr $clk_period * $clk_io_pct] -clock clk0 $non_clock_inputs
set_output_delay [expr $clk_period * $clk_io_pct] -clock clk0 [all_outputs]
```

## design/flow/design.v

```verilog
module Mux16t2(input select, input[15:0] d0,d1, output[15:0] res);
	assign res = select == 0 ? d0 : d1;
endmodule
```

==> reports/results.ini <==
[status]
status = finished, violations left
violations = setup timing

[synthesis]
ys_cells = 18
yosysTopAreaCell = mux2_4
synth_cells = 18
syn-cell-area_sq_um = 249
top_cell_area_share = 0.603
syn_avg_cell_area_sq_um = 13.8
synth_chip_area_sq_um = 249
top_cells_by_count = mux2_4, mux2_2, buf_12, buf_6
ys_seq_share = 0
yosys_warnings = 0
synthDistinctLibCells = 4
top_cell = mux2_4
area_leaders = mux2_4, mux2_2, buf_12

[worst_setup_path]
cp.arrival_ns = 0.86
crit_type = input pin to output pin
cp_cell_sequence = buf_12, buf_12, mux2_4, buf_6
crit_top_cell = buf_12
crit_path_start_kind = input pin
critical-path-top-delay-family = buffers and inverters
cp.required_ns = 0.80
critPathMaxFanout = 8
end_kind = output pin
slowest_stage = mux2_4
crit_buf_inv = 3
cp_slowest_stage_delay_ns = 0.30

[finish]
comb_area_sq_um = 240
nClkBuffers = 0
stdcell_count = 113
flops = 0
num-fill-cells = 374
area_growth_syn_to_layout_pct = 219
regArea_sq_um = 0
layout-drive-gt1-share = 0.522
utilization = 0.233
final_area_sq_um = 795

[power]
power_frac_comb = 1.000
vdd_drop_max_mv = 0.151
finalPower_mw = 0.301
p_sw_mw = 0.0674
seq_power_share = 0
swShare = 0.224
power_frac_clock = 0
p_leak_nw = 0.417
intPower_mw = 0.234
power.density_nw_per_um2 = 379

[drt]
antennaDiodeCount = 0
routed_wl_mm = 1.41
viasPerCell = 3.18
post_drt_wl_per_cell_um = 12.4
drc = 0
num_vias = 359
drt_iter0_drc = 2
first_pass_iters = 2
ant_nets = 0

[floorplanning]
initial_core_util = 0.0729
core_sq_um = 3420
num_rows = 21
die_x_um = 80
die_area_sq_um = 6400
die_h_um = 80
pin_count = 49

[global_route]
grt_usage = 0.0420
antenna_found_initial = 0
grt_max_degree = 9
grt_pass1_vias = 430
grt-ovfl-total = 0
grt_pass1_wl_mm = 2.19

[placed_design]
routabilityCongestion = 0.815
dp.cells = 112
pre_cts_ws_ns = -0.853
dpl-instance-area_sq_um = 786
place_hpwl_mm = 1.22
portBuffers = 49

[final_timing]
fin_ws_ns = -0.0564
timing.hold.ws_ns = 0.794
hold_viol = 0
maxSlewViolCount = 0
max_slew_margin = 0.953
tightest_slew_ns = 0.0710
max_freq_ghz = 0.947
fin_crit_sh = 1.06
fin_crit_ns = 1.06
rsz0062_at_grt = yes
tns_ns = -0.817
setup_violations = 16

[hold_path]
min_to = res[5]
hp-class = input pin to output pin
hp-start = d0[5]
hold_path_depth = 3

[job]
cap_violations = 0
tool_warnings = 34

[clock_tree]
cts_setup_buffers = 0

cells by family after synthesis:
family                 Yosys count  share of synthesized area
buffers and inverters            2                      0.126
multiplexers                    16                      0.874
final cells by class:
class,count,area share
Tap cell,46,0.0724
Multi-Input combinational cell,16,0.302
Timing Repair Buffer,51,0.625
cells in the final DEF (no fill, tap or decap), drive strengths merged:
| cell type | synthesis | final |
|---|---|---|
| buf | 2 | 19 |
| dlygate4sd2 | 0 | 32 |
| mux2 | 16 | 16 |
how the worst max path moves through the flow:
stage | startpoint | end | slack [ns] | depth (start not counted)
after CTS | select | res[15] | -0.06 | 4
after global routing | select | res[6] | -0.07 | 4
final | select | res[14] | -0.06 | 4
power groups by stage:
stage / clock network, mW / registers, mW / logic (mW)
4_1_cts: 0 / 0 / 0.286
5_1_grt: 0 / 0 / 0.326
6_report: 0 / 0 / 0.301
routing by layer:
layer / wire, um / up-vias / part of all wire / track usage
li1: - / 167 / - / -
met1: 738 / 143 / 0.53 / 0.0639
met2: 337 / 49 / 0.24 / 0.0449
met3: 329 / 0 / 0.23 / 0.0330
met4: 0 / 0 / 0 / 0
met5: 0 / - / 0 / 0
timing repair:
item                                    4_1_cts  5_1_grt
pin swaps                                     0        0
gates resized                               102        5
gates cloned                                  1        0
endpoints found under the setup margin       16       16
hold buffers                                  0        0
hold endpoints to repair                      0        0
Power figures rest on the tool's default switching activity, not on a simulated workload.
