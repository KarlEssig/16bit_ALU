### design/flow/design.v
module Mux16t8(input[7:0] select, input[15:0] d0,d1,d2,d3,d4,d5,d6,d7, output[15:0] res);
	assign res = select[0] == 1 ? d0 : select[1] == 1 ? d1 : select[2] == 1 ? d2 : select[3] == 1 ? d3 : select[4] == 1 ? d4 : select[5] == 1? d5 : select[6] == 1 ? d6 : d7;
endmodule
### design/flow/constraint.sdc
current_design Mux16t8

set clk_period 2.0
set clk_io_pct 0.2

create_clock -name clk0 -period $clk_period

set non_clock_inputs [all_inputs -no_clocks]
set_input_delay [expr $clk_period * $clk_io_pct] -clock clk0 $non_clock_inputs
set_output_delay [expr $clk_period * $clk_io_pct] -clock clk0 [all_outputs]
### design/flow/run.sh
#!/bin/bash
# OpenROAD 26Q1-2900-gdf79404cd8, Yosys 0.63+post, stock flow scripts
make -C /OpenROAD-flow-scripts/flow DESIGN_CONFIG=/design/flow/config.mk WORK_HOME=/design/flow/orfs finish
### design/flow/config.mk
export PLATFORM = sky130hd
export DESIGN_NAME = Mux16t8
export DESIGN_NICKNAME = Mux16t8
export VERILOG_FILES = /design/flow/design.v
export SDC_FILE = /design/flow/constraint.sdc
export NUM_CORES = 4
export LEC_CHECK = 1
export CORE_AREA = 10 10 90 90
export DIE_AREA = 0 0 100 100
==> reports/notes.md <==
The run finished, with violations left. The final reports fail on setup timing. Looking at the power breakdown, combinational cells take 100.0% of the total. The chip area came out at 0.0100 mm². In this design, the stage delay of the slowest critical-path cell is 0.44 ns. The chip area line in the Yosys stat output reads 0.00122 mm². The run gives 0 for the number of maximum-capacitance violations.

Total of endpoints with negative setup slack in the final report: 1. Of the total power, the share spent switching nets is 33.3%. The cell type that accounts for the most area after synthesis is sky130_fd_sc_hd__mux2_2. For the completed layout, the total cell area is recorded as 0.00324 mm². Type of element capturing the critical path: a primary output. The run gives -0.00421 ns for the final worst slack.

The run gives 1.44 ns as the worst hold margin. The classification of the worst-slack hold path is primary input to primary output. The clock buffer instance count of the final layout is 0. The final critical path takes up 100% of the cycle. Per the OpenROAD floorplan log, the width of the die is 100 µm. After layout, the minimum clock period comes to 2.00 ns. Across all stage logs, warnings added up to 35.

Per the post-route antenna check, the number of violating nets is 0. Per the power-grid run, VDD falls by no more than 0.0000903 V. The power report attributes to the clock group a share of 0%.

The run gives 51 for the starting DRC count in detailed routing. Among all stages on the critical path, the largest delay is contributed by sky130_fd_sc_hd__or3b_4. Startpoint kind of the worst setup timing path: a primary input. The final report gives the core utilization as 51.6%.

With the largest driver fanout on the critical path at 4, the count of placed standard cells including taps is 384. For the leakage dissipation, the log shows 1.14 nW. After detailed routing, the average wire length per cell comes to 19.6 µm. The logs give 21 for the number of different library cells in the post-synthesis netlist and 393 for the count of placed standard cells in the final layout, fillers left out. The routed layout reports a DRC error count of 0. The cell-internal power is 0.000438 W. Summing every instance area after synthesis gives 0.00122 mm². With the maximum number of pins on one net before global-route repair at 33, the core box area is 0.00628 mm². Across the whole layout, storage elements account for 0 µm². In this run, flip-flops and latches consume 0% of the power. Per the gpl log, the routability congestion estimate is 0.898. The run gives 0 as the max-slew violation count. The power density of the placed cells was 203 mW/mm²; the count of yosys warnings during synthesis was 0.

Per the detail_route report, the via count comes to 1814. Setup repair after global routing could not meet its margin everywhere. The routed via count divided by cell count is 4.62, and the via count of the first global-routing pass is 1892. The data arrival at the endpoint of the critical path came out at 1.60 ns. The type of the worst setup path was primary input to primary output. The number of cells on the worst hold path is 4, and the number of optimization iterations in the first detailed-route pass is 4. Measured along the y axis, the die boundary spans 100 µm.

Endpoint of the worst hold path: res[5]. By instance count, the cell type seen most on the critical path is sky130_fd_sc_hd__buf_6. The run gives 7720 µm for the final wirelength. In the finished design the tool counted flip-flops and latches totalling 0. The number of port buffers was 151; the number of antenna violations at the first check in global routing was 1.

Once detailed placement completed, the half-perimeter wirelength came to 6540 µm. The required time of the critical path is 1.60 ns. The report lists the cells along the critical path as buf_6 -> or3b_4 -> buf_12 -> buf_6 -> o22ai_2 -> o221ai_2 -> buf_2.

Yosys attributes the largest share of cell area to sky130_fd_sc_hd__mux2_2 (15%), sky130_fd_sc_hd__nand2b_1 (14%), sky130_fd_sc_hd__o221ai_2 (12%). The total global routing track utilization is 14.3%, and the fraction of the core area occupied by cells at floorplan is 19.5%. The synthesis-to-layout area growth is 165%, and the top achievable clock speed is 499 MHz. The switching power summed over all nets was 0.000219 W. The share of synthesized area in the top cell type comes to 14.8%. Total global routing overflow: 0. The post-synthesis sequential area ratio is 0%, and the number of buffers inserted for hold repair after clock tree synthesis is 0. The logs give 77.5% for the worst-case headroom to the max-slew limit and 588 for the number of filler cells placed in the layout. Per the final timing report, the hold violations number 0.

The tools report the first-pass GRT wire length as 11300 µm. Detailed placement reports a standard cell area of 0.00293 mm². Per the post-synthesis stats, the area per cell is 8.03 µm². Of the cells placed in the final design, the portion with a size suffix greater than 1 is 33.3%. The synthesized netlist was found by Yosys to have 152 cells.

According to the I/O placement log, the pin count is 152. Row generation in the floorplan step produced 29 rows. The worst-margin pin slew was 0.337 ns; the cell count after synthesis was 152. The beginning of the worst hold path is d0[5].
==> stage by stage <==
stage	setup TNS (ns)	worst slack, ns	total power, W
2_1_floorplan	0	0.286	0.000191
3_3_place_gp	-9.42	-0.617	0.000598
3_5_place_dp	-9.81	-0.647	0.000597
4_1_cts	-0.0455	-0.0217	0.000656
5_1_grt	-0.121	-0.0433	0.000704
6_report	-0.00421	-0.00421	0.000657
==> cells in the mapped netlist, types with 2 or more instances <==
cell type and n:
sky130_fd_sc_hd__nand2b_1 27, sky130_fd_sc_hd__mux2_2 16, sky130_fd_sc_hd__nand2_1 16, sky130_fd_sc_hd__o2111ai_1 16, sky130_fd_sc_hd__a22oi_1 15, sky130_fd_sc_hd__o221ai_2 10
sky130_fd_sc_hd__o22ai_2 10, sky130_fd_sc_hd__buf_2 7, sky130_fd_sc_hd__clkbuf_1 6, sky130_fd_sc_hd__o221ai_1 6, sky130_fd_sc_hd__o22ai_1 6, sky130_fd_sc_hd__or2b_1 6
sky130_fd_sc_hd__buf_6 2, sky130_fd_sc_hd__clkbuf_2 2
==> timing repair <==
item,4_1_cts,5_1_grt
endpoints found under the setup margin,16,12
pin swaps,11,5
buffers inserted,5,0
cloned,3,0
gates resized,106,12
==> cell families (layout without fill, tap and decap cells) <==
| logic type | Yosys count | after routing | synth area share, % |
|---|---|---|---|
| AND-OR/OR-AND | 64 | 64 | 51.0 |
| other | 0 | 1 | 0 |
| AND/OR/NAND/NOR | 54 | 54 | 25.2 |
| buffers and inverters | 18 | 181 | 9.02 |
| multiplexers | 16 | 16 | 14.8 |
==> metal layers <==
metal  global-route usage, %  share of wire, %  vias to the layer above
met5                       0                 0                        -
met4                    1.09              0.44                        0
met3                    1.94               5.0                        2
met2                    26.4                54                       48
met1                    17.9                40                      808
li1                        -                 -                      956
==> worst max-delay path, delay by kind of cell <==
kind | cells | cell delay, ns
buf+inv | 4 | 0.50
simple gates | 1 | 0.44
compound gates | 2 | 0.26
==> how the worst max path moves through the flow <==
stage	start	endpoint	slack, ns	cells past startpoint
finish	select[4]	res[7]	-0.004	7
global route	select[4]	res[10]	-0.04	7
CTS	select[3]	res[5]	-0.02	7
==> layout by cell type (no fill, tap or decap) <==
cell	synthesis	routed
sky130_fd_sc_hd__clkdlybuf4s50_1	0	128
sky130_fd_sc_hd__nand2b_1	27	27
sky130_fd_sc_hd__nand2_1	16	16
sky130_fd_sc_hd__buf_4	0	15
sky130_fd_sc_hd__mux2_2	16	14
sky130_fd_sc_hd__o221ai_2	10	12
sky130_fd_sc_hd__o2111ai_1	16	11
sky130_fd_sc_hd__o22ai_4	0	10
sky130_fd_sc_hd__buf_6	2	10
sky130_fd_sc_hd__a22oi_2	0	9
sky130_fd_sc_hd__buf_2	7	9
sky130_fd_sc_hd__clkdlybuf4s15_1	0	7
sky130_fd_sc_hd__a22oi_1	15	6
sky130_fd_sc_hd__or2b_1	6	6
sky130_fd_sc_hd__o2111ai_2	0	5
sky130_fd_sc_hd__o22ai_2	10	5
sky130_fd_sc_hd__o221ai_1	6	4
sky130_fd_sc_hd__buf_12	1	4
sky130_fd_sc_hd__clkbuf_2	2	3
sky130_fd_sc_hd__mux2_4	0	2
sky130_fd_sc_hd__buf_16	0	2
sky130_fd_sc_hd__dlygate4sd2_1	0	2
sky130_fd_sc_hd__diode_2	0	1
sky130_fd_sc_hd__and3b_1	1	1
sky130_fd_sc_hd__a21oi_1	1	1
sky130_fd_sc_hd__or3b_4	0	1
sky130_fd_sc_hd__or3_4	0	1
sky130_fd_sc_hd__nor2_4	0	1
sky130_fd_sc_hd__nor2b_4	0	1
sky130_fd_sc_hd__o22ai_1	6	1
sky130_fd_sc_hd__buf_8	0	1
==> power by group through the flow <==
stage	Sequential, W	Clock (W)	Combinational [W]
CTS	0	0	0.000656
global route	0	0.0000000000669	0.000704
finish	0	0.0000000000669	0.000657
==> layout make-up <==
| type | count | area, µm² | area share (%) |
|---|---|---|---|
| timing repair buffer | 181 | 1800 | 55.7 |
| multi-input combinational | 134 | 1340 | 41.3 |
| tap | 77 | 96.3 | 2.97 |
| antenna | 1 | 2.50 | 0.0772 |
Power figures rest on the tool's default switching activity, not on a simulated workload.
